==> flow/run.sh <==
#!/bin/bash
# OpenROAD 26Q1-2900-gdf79404cd8, Yosys 0.63+post, stock flow scripts
make -C /OpenROAD-flow-scripts/flow DESIGN_CONFIG=/design/flow/config.mk WORK_HOME=/design/flow/orfs finish
==> flow/config.mk <==
export PLATFORM = sky130hd
export DESIGN_NAME = cameraReader
export DESIGN_NICKNAME = cameraReader
export VERILOG_FILES = /design/flow/design.v
export SDC_FILE = /design/flow/constraint.sdc
export NUM_CORES = 4
export LEC_CHECK = 1
export CORE_UTILIZATION = 30
==> flow/constraint.sdc <==
current_design cameraReader

set clk_period 2.7
set clk_io_pct 0.2

create_clock -name clk0 -period $clk_period [get_ports {pclk}]

set non_clock_inputs [all_inputs -no_clocks]
set_input_delay [expr $clk_period * $clk_io_pct] -clock clk0 $non_clock_inputs
set_output_delay [expr $clk_period * $clk_io_pct] -clock clk0 [all_outputs]
==> flow/design.v <==
module cameraReader
#(
parameter x_size = 640,
parameter y_size = 480
)
(
	input clk,
	input reset_n,
	output refclk,
	input pclk,
	input [7:0] data,
	input vsync,
	input hsync,
	output reg [15:0] data_out = 0,
	output wire wrreq,
	output wire wrclk
);
reg [19:0] pixel_counter = 0;
assign refclk = reset_n == 1 ? clk : 0;
reg vsync_passed = 0;
reg write_pixel = 0;
reg wrclk1 = 0;
always@(posedge pclk)
wrclk1 <= ~wrclk1;
always@(negedge wrclk1)
begin
	if(hsync == 1)
		write_pixel <= 1;
	else
		write_pixel <= 0;
end
reg [7:0] subpixel;
reg [15:0] current_pixel;
always@(posedge wrreq )
begin
	data_out <= current_pixel;
end
always@(posedge pclk)
begin
	if(reset_n == 0)
		begin
			pixel_counter <= 0;
			vsync_passed <= 0;
		end
	else
		begin
			if(vsync == 1)
			begin
				pixel_counter <= 0;
				vsync_passed <= 1;
			end
			else
				if(hsync == 1 && vsync_passed == 1)
				begin
					if(pixel_counter[0] == 0)
					begin
						pixel_counter <= pixel_counter + 1;
						subpixel <= data;
					end
					else
					begin
						current_pixel <= { subpixel, data};
						pixel_counter <= pixel_counter + 1;
					end
				end
				else
				begin
				if(write_pixel == 1)
					pixel_counter <= pixel_counter + 1;
				else
					pixel_counter <= 0;
				end
		end
end
assign wrreq = write_pixel == 1 && pixel_counter > 2 ? wrclk1 : 0;
assign wrclk = ~pclk;
endmodule
==> Changelog: implementation <==
### Changed

- # setup viols final: 0
- CP Launch Type: clock port
- Most frequent cells in the layout: dfxtp_1, clkdlybuf4s50_1, edfxtp_1
- Slew Viols, Final: 0
- Chip Area, Yosys: about 2100 sq um
- Worst-Skew Late Latency: 0.36 ns
- Final Util: 0.406
- Total I/O pin count: 32
- DR WL/cell: about 11 um
- Peak supply drop: 0.270 mV
- Most frequent logic cell in the layout: dfxtp_1
- Setup TNS: 0 ns
- Initial core utilization: 0.310
- Via count: around 1.3k
- Root Driver: clkbuf_8
- Syn Inst Count: ~170
- DRC: 0
- Hold buffer count at CTS: 0
- Hold path startpoint: subpixel[6]
- Rel. slew slack: 0.666
- Number of unconstrained endpoints: 33
- RSZ-0062 raised after global routing: false
- CTS tree: built
- Status: finished clean
- Skew final: 0.113 ns
- CP max-delay cell: clkdlybuf4s50_1
- Vias per Instance: between 4 and 5
- Worst-Margin Slew: roughly 0.50 ns
- Lkg Pwr: approximately 0.9 nW
- Largest net degree at the start of global routing: 20
- CTS Buf Count: 5
- Port bufs: 31
- Fin. Hold Viols: 0
- Power density over the cells: 550 nW/um^2
- Worst EP required: 2.16 ns
- Antenna violations before repair: 0
- Layout area overhead: 30.8%
- Log Warnings: 28
- Mapped Area: roughly 2100 sq um
- Tightest Hold Check Type: flip-flop to flip-flop
- Final Instance Area: 2760 sq um
- Share of post-route cells with drive strength above 1: 0.114
- CP Class: clock port to primary output
- Post-Place Setup Slack: roughly 0.091 ns
- Crit path from: pclk
- Antenna diodes: 0
- HPWL Detailed: roughly 2.3 mm
- Ys flops: around 63
- Die W: 85.9 um
- Seq/Total Area, Yosys: 0.712
- Placeable Area: between 6000 and 7000 sq um
- GRT Overall Usage: 0.100
- GPL Wtd Cong: 0.828
- Count of unclocked register or latch pins: 17
- Die height: 85.9 um
- # Max-Cap Violations: 0
- Crit path DAT: around 2.1 ns
- Final ANT Viol Nets: 0
- DRT iter0 DRCs: around 72
- Critical Path End Type: primary output
- Final WS setup: 0.0563 ns
- Yosys warnings: 1
- Crit path max fanout: 9
- Post-synth top area share: 0.370
- Library cells used by synthesis: 31
- Critical path cell sequence: clkbuf_8 > buf_8 > inv_1 > clkdlybuf4s50_1
- First-pass GRT wire length: approximately 5.8 mm
- Yosys cell count: roughly 170
- Placed Area: 2560 sq um
- First-pass DRT Iterations: 4
- Total routed wirelength: ~3.4 mm
- Syn_area_per_cell: 12.7 sq um
- Final hold slack: approximately 0.33 ns
- Die Area: 7370 sq um
- Max clock buf depth: 2
- Synth area leader: dfxtp_1
- Top area cell types: dfxtp_1, edfxtp_1, xnor2_1
- Vias in the first global route: between 1k and 1.5k
- Worst path max stage delay: 0.45 ns
- Worst reg2reg path startpoint: pixel_counter[8]
- Overflow after GRT: 0
- Worst R2R Setup Slack: ~0.92 ns
- Clock transition at path regs: approximately 0.06 ns
- Rows: 30
- H-tree depth: 2
## worst max-delay path, delay by kind of cell
family                 cells  cell delay (ns)
buffers and inverters      4             0.75
## sequential cells by signal, summed over array words and instances, names as in the netlist
register,cells
pixel_counter,20
current_pixel,16
data_out,16
subpixel,8
vsync_passed,1
wrclk1,1
write_pixel,1
## per-layer routing
| metal | part of all wire | track usage | vias up |
|---|---|---|---|
| met4 | 0.014 | 0.0152 | 0 |
| met5 | 0 | 0 | - |
| li1 | - | - | 686 |
| met3 | 0.026 | 0.0176 | 5 |
| met2 | 0.44 | 0.148 | 21 |
| met1 | 0.52 | 0.167 | 622 |
## cell usage after synthesis (all sizes together)
cell / count
nor3: 7
buf: 2
and2: 1
nand2: 8
o21ai: 2
a21oi: 7
nand4: 4
a2111oi: 1
dfxtp: 39
nor4: 5
or3: 4
or4: 5
xnor2: 9
nand2b: 1
mux2i: 1
clkbuf: 3
o21a: 1
nand3: 7
a41oi: 1
ha: 2
xor2: 2
inv: 7
or2: 3
nor2: 15
edfxtp: 24
o31ai: 4
and4: 1
## area by class of cell
| type | instances | area [sq um] |
|---|---|---|
| clock buffers | 12 | 121 |
| multi-input cells | 91 | 586 |
| repair buffers | 36 | 344 |
| well taps | 96 | 120 |
| inverters | 6 | 22.5 |
| fillers | 624 | 4040 |
| clock inverters | 3 | 63.8 |
| flip-flops and latches | 63 | 1500 |
## timing repair
action	in CTS	in global routing
setup buffers	0	5
resized	5	1
cloned	0	0
pin swaps	1	1
setup endpoints to repair	1	2
## where the power goes
part	internal, mW	leakage, nW	total (mW)	switching [mW]
Sequential	0.738	0.538	0.740	0.00226
Combinational	0.0204	0.265	0.0328	0.0124
Clock	0.491	0.0989	0.745	0.254
## through the flow
stage               instances  power (mW)
floorplan                 166       0.766
global placement          294       0.816
detailed placement        294       0.816
CTS                       302        1.41
global route              307        1.58
finish                    307        1.52
## logic make-up (layout without fill, tap and decap cells)
| group | after synthesis | after routing | share of synthesized area |
|---|---|---|---|
| DFF | 63 | 63 | 0.712 |
| adders and majority gates | 2 | 2 | 0.0119 |
| AOI/OAI and AO/OA | 16 | 16 | 0.0475 |
| and+or+nand+nor | 61 | 61 | 0.153 |
| muxes | 1 | 1 | 0.00475 |
| xor gates and xnor gates | 11 | 11 | 0.0457 |
| buffers and inverters | 12 | 57 | 0.0255 |
## final timing paths
check,cells after the start,end
worst min-delay path,0,current_pixel[14]
worst max-delay path,4,wrclk
worst max register to register,4,pixel_counter[18]
worst min register to register,0,current_pixel[14]
Power is estimated from default activity; no workload was simulated.
