--- flow/design.v ---
module big_lcd(
input clk,
input reset,
input [15:0] lcd_readdata,
output lcd_read,
output wire [7:0] R,
output wire [7:0] G,
output wire [7:0] B,
output wire HSYNC,
output wire VSYNC,
output wire LCD_CLK
);
reg [10:0] counter_hs;
reg [10:0] counter_vs;
reg [20:0] pixel_counter;
assign LCD_CLK = reset == 1 ? clk : 0;
always@(posedge clk)
begin
if(reset == 1'b0)
	begin
		counter_hs <= 0;
		counter_vs <= 0;
	end
	else
		begin
			if(counter_hs == 1055	)
			begin
				if(counter_vs == 524)
					counter_vs <= 0;
				else
					counter_vs <= counter_vs + 1;
				counter_hs <= 0;
			end
			else
				counter_hs <= counter_hs + 1;
		end	
end
wire data_en;
assign lcd_read = (counter_hs >= 42 && counter_hs <= 681 && counter_vs >= 23  && counter_vs < 503) ? 1 : 0;
assign data_en = (counter_hs >= 46 && counter_hs <= 686 && counter_vs >= 23  && counter_vs < 503) ? 1 : 0;
assign VSYNC = (counter_vs >= 0 && counter_vs < 10) ? 0 : 1;
assign HSYNC = (counter_hs >= 0 && counter_hs < 10) ? 0 : 1;
assign R = data_en == 1 ? {lcd_readdata[15:11], lcd_readdata[15:13]} : 8'hff;
assign G = data_en == 1 ? {lcd_readdata[10:5], lcd_readdata[10:9]} : 8'h00;
assign B = data_en == 1 ? {lcd_readdata[4:0], lcd_readdata[4:2]} : 8'h0f;
endmodule
--- flow/run.sh ---
#!/bin/bash
# OpenROAD 26Q1-2900-gdf79404cd8, Yosys 0.63+post, stock flow scripts
make -C /OpenROAD-flow-scripts/flow DESIGN_CONFIG=/design/flow/config.mk WORK_HOME=/design/flow/orfs finish
--- flow/config.mk ---
export PLATFORM = sky130hd
export DESIGN_NAME = big_lcd
export DESIGN_NICKNAME = big_lcd
export VERILOG_FILES = /design/flow/design.v
export SDC_FILE = /design/flow/constraint.sdc
export NUM_CORES = 4
export LEC_CHECK = 1
export CORE_AREA = 10 10 102 102
export DIE_AREA = 0 0 112 112
--- flow/constraint.sdc ---
current_design big_lcd

set clk_period 3.2
set clk_io_pct 0.2

create_clock -name clk0 -period $clk_period [get_ports {clk}]

set non_clock_inputs [all_inputs -no_clocks]
set_input_delay [expr $clk_period * $clk_io_pct] -clock clk0 $non_clock_inputs
set_output_delay [expr $clk_period * $clk_io_pct] -clock clk0 [all_outputs]
==> out/metrics.yaml <==
logic_synthesis:
  synth_area_sq_mm: 0.00146
  ys_ff: 22
  yosysSeqAreaShare: 0.303
  synth_cells: 191
  synth_cell_types: 40
  synthArstFlopShare: 0
  synth_top_cell_by_count: "dfxtp_1"
  topCellsByArea: "dfxtp_1 (30%), or4_1 (7.2%), nor3_1 (5.5%), nand2_1 (5.4%), nor2_1 (4.9%)"
  syn_avg_cell_area_sq_um: 7.62
  yosys_most_used_dff: "dfxtp_1"
  ys_warn_count: 1
  yosysTopAreaCell: "dfxtp_1"
  top_cell_area_share: 0.303
  top_cells_by_count: "dfxtp_1 (22), nand2_1 (21), nor2_1 (19), nor3_1 (16), or4_1 (14)"
  ys_chip_area_sq_mm: 0.00146
  yosysCellCount: 191
  edf_count: 0
layout:
  finalNonFillerCells: 338
  seq_area_sq_um: 450
  areaGrowthSynthToFinish_pct: 51.5
  fillerInstances: 852
  final_core_util: 0.268
  drive_gt1_frac: 0.137
  comb_area_sq_mm: 0.00101
detailed_routing:
  viasPerCell: 4.55
  vias: 1538
  route.detailed.drc: 0
  wl_microns: 4500
  n_antenna_cell: 0
  drt_iter0_markers: 112
  ant_nets: 0
  first_pass_iters: 4
  wire_per_inst_microns: 13.3
placement:
  gp_routability_congestion: 0.826
  portBuffers: 45
  place_inst: 329
  hpwlAfterDp_microns: 3370
critical_path:
  cpMaxStageDelayCell: "or4_1"
  cpPeakStageDelay_ns: 0.57
  path_cells: "ha_2 -> a211oi_1 -> o21ai_2 -> o2111ai_4 -> or4_1 -> clkdlybuf4s50_1"
  critPathArrivalTime_ns: 2.50
  crit_type: "reg -> out"
  timing.critical_path.fanout_max: 7
  endpoint_kind: "output port"
  critPathLaunchType: "flop"
  cp_data_required_time_ns: 2.56
  rr_worst_depth: 5
timing:
  finClkSkew_ns: 0.00605
  period_minus_slack_ns: 3.14
  rsz0062_at_grt: "yes"
  tightest_slew_ns: 0.624
  final-setup-viol-count: 0
  fin_crit_sh: 0.983
  max_freq_mhz: 318
  slew_headroom: 0.580
  hold_viol_final: 0
  final_max_slew_viol_count: 0
clock_tree:
  clk_pin_slew_ns: 0.08
  clock_latency_ns: 0.37
  cts_tree: "done"
pwr:
  p_seq_frac: 0.449
  powerDensity_mw_per_mm2: 286
  p_comb_frac: 0.057
  p_sw_frac: 0.205
  peakVddDrop_v: 0.000203
  clkPwrFrac: 0.494
  leakagePower_nw: 0.676
  power.internal_mw: 0.502
  switchingPower_mw: 0.130
global_route:
  grt_pass1_vias: 1358
  grt_pass1_wl_microns: 6810
  grt_max_degree: 13
  grt_overflow: 0
  grt.total_usage: 0.0633
  antenna_found_initial: 0
floorplanning:
  die_x_microns: 112
  dieArea_sq_mm: 0.0125
  io_pins: 46
  initCoreUtil: 0.177
  die_h_microns: 112
  row_count: 33
  core_sq_mm: 0.00822
worst_hold_path:
  hold_depth: 2
  holdCritPathClass: "reg -> reg"
run_status:
  outcome: "complete, no violations"
run:
  drv_cap: 0
  warning_count: 31
==> power by group through the flow <==
stage                 registers [mW]  clock network, mW  logic (mW)
after global routing           0.285              0.336      0.0401
after CTS                      0.285              0.321      0.0363
final                          0.284              0.312      0.0361
==> cell usage in the layout (no fill, tap or decap), drive strengths merged, types with 2 or more instances in the layout <==
cell type	count
and3	2
and4	3
o31ai	3
inv	7
ha	5
a21oi	5
or4	14
clkbuf	7
clkdlybuf4s50	45
o2111ai	2
xor2	5
a311oi	2
dfxtp	22
xnor2	8
nand4	3
or3	2
nor4	5
nand3b	2
nand4b	2
buf	5
nor2	20
o21ai	4
nor3	16
mux2i	2
nand2	21
nand3	9
==> registers in the layout, indices dropped and copies added (netlist names) <==
register    count
counter_hs     11
counter_vs     11
==> repair_timing <==
item | 4_1_cts | 5_1_grt
hold buffers | 0 | 0
buffers inserted | 0 | 0
resized | 5 | 18
gates cloned | 0 | 2
setup endpoints to repair | 25 | 26
pin swaps | 0 | 1
==> logic make-up after synthesis <==
kind of cell    count (synthesis)  synth area share
flops                          22             0.303
buf+inv                        24            0.0774
compound gates                 24             0.114
mux                             2            0.0138
simple gates                  101             0.371
xor+xnor                       13            0.0782
fa+ha+maj                       5            0.0430
==> path summary, 6_finish.rpt <==
kind                         end          start  slack [ns]
setup / recovery            R[6]  counter_vs[0]        0.06
hold / removal     counter_vs[7]  counter_vs[7]        0.51
setup reg to reg  counter_vs[10]  counter_hs[1]        0.81
hold reg to reg    counter_vs[7]  counter_vs[7]        0.51
==> per-layer routing <==
| layer | wire length (microns) | up-vias | part of all wire | GRT usage |
|---|---|---|---|---|
| met5 | 0 | - | 0 | 0 |
| met4 | 141 | 0 | 0.031 | 0.0195 |
| met3 | 114 | 9 | 0.025 | 0.0157 |
| met2 | 2330 | 20 | 0.52 | 0.108 |
| met1 | 1920 | 723 | 0.43 | 0.0764 |
| li1 | - | 786 | - | - |
==> worst max-delay path: cells and delay by family, from the launching register on <==
| kind | cells | cell delay, ns |
|---|---|---|
| AOI/OAI and AO/OA | 3 | 0.56 |
| adders and majority gates | 1 | 0.20 |
| and+or+nand+nor | 1 | 0.57 |
| buffers and inverters | 1 | 0.44 |
| DFF | 1 | 0.38 |
==> through the flow <==
step                area (sq um)  total power [mW]  hold slack (ns)  setup slack [ns]  setup TNS, ns
finish                      2200             0.631            0.506            0.0557              0
global route                2200             0.661            0.546           -0.0241        -0.0644
CTS                         2110             0.642            0.501           0.00963              0
detailed placement          1990             0.342            0.489             0.261              0
global placement            1990             0.342            0.481             0.250              0
floorplan                   1460             0.306            0.461             0.518              0
==> final cells by class <==
type | count | share of cell area
clock buffers | 8 | 0.0482
repair buffers | 49 | 0.219
flip-flops and latches | 22 | 0.204
multi-input cells | 147 | 0.457
inverters | 7 | 0.0119
well taps | 105 | 0.0596
Power figures rest on the tool's default switching activity, not on a simulated workload.
